==> design.v <==
module BeMicro_MAX10_top (
	input SYS_CLK,   
	input USER_CLK,  
	input [4:1] PB,
	output [8:1] USER_LED,
	inout GPIO_01,
	inout GPIO_02,
	inout GPIO_03,
	inout GPIO_04,
	inout GPIO_05,
	inout GPIO_06,
	inout GPIO_07,
	inout GPIO_08,
	inout GPIO_09,
	inout GPIO_10,
	inout GPIO_11,
	inout GPIO_12,
	inout GPIO_A,
	inout GPIO_B,
	inout I2C_SCL,
	inout I2C_SDA,
	inout GPIO_J3_15,
	inout GPIO_J3_16,
	inout GPIO_J3_17, 
	inout GPIO_J3_18,
	inout GPIO_J3_19,
	inout GPIO_J3_20,
	inout GPIO_J3_21,	
	inout GPIO_J3_22,
	inout GPIO_J3_23,	
	inout GPIO_J3_24,
	inout GPIO_J3_25,	
	inout GPIO_J3_26,
	inout GPIO_J3_27,	
	inout GPIO_J3_28,
	inout GPIO_J3_31,	
	inout GPIO_J3_32,
	inout GPIO_J3_33,	
	inout GPIO_J3_34,
	inout GPIO_J3_35,	
	inout GPIO_J3_36,
	inout GPIO_J3_37,	
	inout GPIO_J3_38,
	inout GPIO_J3_39,	
	inout GPIO_J3_40,
	inout GPIO_J4_11,
	inout GPIO_J4_12,
	inout GPIO_J4_13,
	inout GPIO_J4_14,
	inout GPIO_J4_15, 
	inout GPIO_J4_16, 
	inout GPIO_J4_19,
	inout GPIO_J4_20,
	inout GPIO_J4_21,
	inout GPIO_J4_22, 
	inout GPIO_J4_23,
	inout GPIO_J4_24, 
	inout GPIO_J4_27,
	inout GPIO_J4_28, 
	inout GPIO_J4_29,
	inout GPIO_J4_30, 
	inout GPIO_J4_31,
	inout GPIO_J4_32, 
	inout GPIO_J4_35,
	inout GPIO_J4_36, 
	inout GPIO_J4_37,
	inout GPIO_J4_38, 
	inout GPIO_J4_39,
	inout GPIO_J4_40, 
	inout [3:0] PMOD_A,
	inout [3:0] PMOD_B,
	inout [3:0] PMOD_C,
	inout [3:0] PMOD_D
);
	parameter SYS_CLK_FREQ = 'd50_000_000;
	wire reset,reset_n;assign reset = ~reset_n;assign reset_n = user_reset_cpl;
	reg [25:0] user_reset_cntr;reg [0:0] user_reset_cpl;
	wire user_reset_button; assign user_reset_button = ~PB[1];
	always @(posedge SYS_CLK or posedge user_reset_button) begin
		if(user_reset_button) begin
			user_reset_cntr <= 0;
			user_reset_cpl  <= 0;
		end 
		else begin
			if(user_reset_cntr == SYS_CLK_FREQ/1000) begin
				user_reset_cpl <= 1;
			end else begin
				user_reset_cntr <= user_reset_cntr + 1'b1;
				user_reset_cpl <= 0;
			end
		end
	end
reg [7:0] led_o; assign USER_LED[8:1] = ~led_o;
always @* begin
	led_o[7]= reset_n;  
	led_o[6]= 1'b0;
	led_o[5]= 1'b0;
	led_o[4]= 1'b0;
	led_o[3]= 1'b0;
	led_o[2]= 1'b0;
	led_o[1]= 1'b0;
	led_o[0]= 1'b0;
end
endmodule
==> run.sh <==
#!/bin/bash
# OpenROAD 26Q1-2900-gdf79404cd8, Yosys 0.63+post, stock flow scripts
make -C /OpenROAD-flow-scripts/flow DESIGN_CONFIG=/design/flow/config.mk WORK_HOME=/design/flow/orfs finish
==> config.mk <==
export PLATFORM = sky130hd
export DESIGN_NAME = BeMicro_MAX10_top
export DESIGN_NICKNAME = BeMicro_MAX10_top
export VERILOG_FILES = /design/flow/design.v
export SDC_FILE = /design/flow/constraint.sdc
export NUM_CORES = 4
export LEC_CHECK = 1
export CORE_AREA = 10 10 101 101
export DIE_AREA = 0 0 111 111
==> constraint.sdc <==
current_design BeMicro_MAX10_top

set clk_period 4.6
set clk_io_pct 0.2

create_clock -name clk0 -period $clk_period [get_ports {SYS_CLK}]

set non_clock_inputs [all_inputs -no_clocks]
set_input_delay [expr $clk_period * $clk_io_pct] -clock clk0 $non_clock_inputs
set_output_delay [expr $clk_period * $clk_io_pct] -clock clk0 [all_outputs]
==> reports/qor.yml <==
run:
  tool_warnings: 110
  maxCapViolCount: 0
power:
  intPower_mw: 0.300
  power.share.switching: 0.197
  p_switching_mw: 0.0736
  power.share.combinational: 0.016
  p_leak_nw: 0.684
  p_clk_frac: 0.350
  max-vdd-ir-drop_mv: 0.0826
  power_density_nw_per_um2: 247
  seqPwrFrac: 0.634
synth:
  postSynth.asyncResetShare: 1.00
  ys_cells: 124
  synth_warnings: 1
  syn_area_um2: 1370
  synth.most_common_cell: "dfrtp_1"
  yosysUniqueCellTypes: 27
  yosysTopAreaCell: "dfrtp_1"
  adder_share: 0.0183
  top_logic_kind: "simple AND/OR/NAND/NOR gates"
  simple_gate_share: 0.239
  postSynthSeqShare: 0.495
  numSynthFlops: 27
  edf_count: 0
  syn_inst: 124
  syn_area_per_cell_um2: 11.0
  netlist_top_cells_count: "dfrtp_1 (27), xnor2_1 (12), xor2_1 (12)"
  synth.area.top_cells: "dfrtp_1 (49%), xnor2_1 (7.7%), xor2_1 (7.7%), buf_4 (4.9%), nand4_1 (3.7%)"
  ff_type: "dfrtp_1"
  top_cell_area_share: 0.495
  aoi_share: 0.0101
  ys_sh_mux: 0.0110
  xor_share: 0.154
  yosysChipArea_um2: 1370
route:
  top_layer: "met4"
  wl_met1_mm: 1.19
  n_antenna_cell: 0
  drt-initial-drc-count: 70
  postRouteWirelength_mm: 2.23
  antenna_left: 0
  routedWlPerCell_um: 9.64
  dr.pass1.iters: 4
  via_count: 831
  via_per_inst: 3.60
  wl_met2_um: 945
  dr_wl_met3_um: 62
  remaining_drc_errors: 0
die:
  fp.coreArea_um2: 8130
  num_rows: 33
  fp-utilization: 0.168
  die_height_um: 111
  io_pins: 94
  chipArea_um2: 12300
  fp.dieW_um: 111
critical_path:
  cp-end-kind: "primary output"
  worstPathArrival_ns: 1.12
  r2r_start: "user_reset_cntr[0]$_DFFE_PN0P_"
  cp-start-kind: "register"
  critPathKind: "register to primary output"
  required_ns: 3.68
  critPathMaxFanout: 1
  crit_path_start: "user_reset_cpl$_DFF_PN0_"
cts:
  clockRootBuffer: "clkbuf_8"
  cts_tree: "done"
  clk_latency_ns: 0.27
  cts-resized-gates: 0
  clk_pin_slew_ns: 0.08
  post-cts-setup-buffers: 0
  clock_path_buffers: 2
  cts_hold_buffers: 0
  htreeDepth: 1
  numCtsBuffers: 3
  clock-sinks: 27
final_timing:
  tns_ns: 0
  min_period_ns: 2.04
  finClkSkew_ns: 0.00418
  hold_violations: 0
  max_clock_freq_ghz: 0.490
  fin_crit_sh: 0.443
  slew_violations: 0
  rsz0062_at_grt: "false"
  untimed_endpoints: 80
  holdWs_ns: 0.479
  setup_slack_ns: 2.56
  setup_violations: 0
status:
  status: "completed"
placement:
  gp_congestion: 0.771
  hpwl_mm: 1.58
  dp_slack_ns: 2.84
  io_buffers: 2
worst_hold_path:
  hp-start: "user_reset_cntr[25]$_DFFE_PN0P_"
  hp-class: "register to register"
global_routing:
  grt_pass1_wl_mm: 4.19
  grt_max_degree: 28
  antenna_found_initial: 0
  first_global_vias: 903
  grt_util_all_layers: 0.0380
  globalRoute.totalOverflow: 0
layout:
  drive_above_1_share: 0.0952
  areaGrowthSynthToFinish_pct: 10.9
  postLayoutCoreUtil: 0.186
## sequential cells by signal, indices dropped and copies added (netlist names)
register         flops
user_reset_cpl       1
user_reset_cntr     26
## per-layer routing
metal,track usage,vias up
li1,-,415
met1,0.0552,400
met2,0.0566,14
met3,0.00930,2
met4,0.00608,0
met5,0,-
## area by class of cell
class                           count  area [µm²]
Clock buffer                        4        45.0
Fill cell                         868        6620
Inverter                            5        18.8
Multi-Input combinational cell     87         617
Sequential cell                    27         676
Tap cell                          105         131
Timing Repair Buffer                3        27.5
## worst max-delay path: stages (launching register included)
cell and delay [ns]:
dfrtp_1 0.36, inv_1 0.05, clkdlybuf4s50_1 0.45
## power by group through the flow
| stage | registers, mW | clock network (mW) | logic [mW] |
|---|---|---|---|
| finish | 0.237 | 0.131 | 0.00607 |
| global route | 0.237 | 0.146 | 0.00771 |
| CTS | 0.237 | 0.136 | 0.00676 |
## stage by stage
stage | instances | power (mW) | instance area [µm²]
floorplan | 130 | 0.246 | 1390
global placement | 227 | 0.249 | 1470
detailed placement | 227 | 0.249 | 1470
CTS | 231 | 0.380 | 1520
global route | 231 | 0.391 | 1520
finish | 231 | 0.374 | 1520
## placed cells by master (no fill, tap or decap), types with 3 or more instances in the layout
cell type	n
nor3_1	8
inv_1	5
nand4_1	8
dfrtp_1	27
clkbuf_8	3
xnor2_1	12
nand2_1	6
and4_1	4
xor2_1	12
nand3_1	8
conb_1	7
nor2_1	5
## path summary, 6_finish.rpt
kind / cells after the start / end / slack [ns]
worst max-delay path: 2 / USER_LED[8] / 2.56
worst min-delay path: 1 / user_reset_cntr[25]$_DFFE_PN0P_ / 0.48
worst max register to register: 6 / user_reset_cntr[1]$_DFFE_PN0P_ / 2.87
worst min register to register: 1 / user_reset_cntr[25]$_DFFE_PN0P_ / 0.48
max in group asynchronous: 2 / user_reset_cntr[24]$_DFFE_PN0P_ / 3.32
min in group asynchronous: 2 / user_reset_cntr[10]$_DFFE_PN0P_ / 1.02
## cell families (layout without fill, tap and decap cells)
kind of cell             count (synthesis)  after routing
multiplexers                             1              1
AND/OR/NAND/NOR                         51             51
flip-flops                              27             27
adder cells (fa/ha/maj)                  2              2
AND-OR/OR-AND                            2              2
other                                    1              7
buffers and inverters                   16             12
XOR/XNOR                                24             24
Power and IR drop assume default switching activity.
